==> /design/flow/design.v <==
`timescale 1ns / 1ps
module ma(
	input wire clk,
	input wire rst,
	input wire [6:0] addr,
	input wire [7:0] data_write_master,
	input wire enable,
	input wire rw,
	output reg [7:0] data_read_master,
	output wire ready,
	inout wire i2c_sda,
	inout wire i2c_scl
	);
	localparam STATE_IDLE = 0;
	localparam STATE_START = 1;
	localparam STATE_ADDRESS = 2;
	localparam STATE_READ_ACK = 3;
	localparam STATE_WRITE_DATA = 4;
	localparam STATE_WRITE_ACK = 5;
	localparam STATE_READ_DATA = 6;
	localparam STATE_READ_ACK2 = 7;
	localparam STATE_STOP = 8;
	localparam DIVIDE_BY = 4;
	reg [7:0] state;
	reg [7:0] save_addr;
	reg [7:0] save_data;
	reg [7:0] counter;
	reg [7:0] counter2 = 0;
	reg write_enable;
	reg sda_out;
	reg i2c_scl_enable = 0; 
	reg i2c_clk = 1;
	assign ready = ((rst == 0) && (state == STATE_IDLE)) ? 1 : 0;
	assign i2c_scl = (i2c_scl_enable == 0 ) ? 1 : i2c_clk;
	assign i2c_sda = (write_enable == 1) ? sda_out : 'bz;
	always @(posedge clk) begin
		if (counter2 == (DIVIDE_BY/2) - 1) begin
			i2c_clk <= ~i2c_clk;
			counter2 <= 0;
		end
		else counter2 <= counter2 + 1;
	end 
	always @(negedge i2c_clk, posedge rst) begin
		if(rst == 1) begin
			i2c_scl_enable <= 0;
		end else begin
			if ((state == STATE_IDLE) || (state == STATE_START) || (state == STATE_STOP)) begin
				i2c_scl_enable <= 0;
			end else begin
				i2c_scl_enable <= 1; 
			end
		end
	end
	always @(posedge i2c_clk, posedge rst) begin
		if(rst == 1) begin
			state <= STATE_IDLE; 
		end		
		else begin
			case(state)
				STATE_IDLE: begin 
					if (enable) begin
						state <= STATE_START;
						save_addr <= {addr, rw};
						save_data <= data_write_master; 
					end
					else state <= STATE_IDLE;
				end
				STATE_START: begin  
					counter <= 7;
					state <= STATE_ADDRESS;
				end
				STATE_ADDRESS: begin 
					if (counter == 0) begin 
						state <= STATE_READ_ACK;
					end else counter <= counter - 1;
				end
				STATE_READ_ACK: begin
					if (i2c_sda == 0) begin
						counter <= 7;
						if(save_addr[0] == 0) state <= STATE_WRITE_DATA;
						else state <= STATE_READ_DATA;
					end else state <= STATE_STOP;  
				end
				STATE_WRITE_DATA: begin 
					if(counter == 0) begin
						state <= STATE_READ_ACK2; 
					end else counter <= counter - 1;
				end
				STATE_READ_ACK2: begin 
					if ((i2c_sda == 0) && (enable == 1)) state <= STATE_IDLE;
					else state <= STATE_STOP;
				end
				STATE_READ_DATA: begin 
					data_read_master[counter] <= i2c_sda;
					if (counter == 0) state <= STATE_WRITE_ACK;
					else counter <= counter - 1;
				end
				STATE_WRITE_ACK: begin 
					state <= STATE_STOP;
				end
				STATE_STOP: begin 
					state <= STATE_IDLE;
				end
			endcase
		end
	end
	always @(negedge i2c_clk, posedge rst) begin
		if(rst == 1) begin
			write_enable <= 1;
			sda_out <= 1;
		end else begin
			case(state)
				STATE_START: begin 
					write_enable <= 1;
					sda_out <= 0; 
				end
				STATE_ADDRESS: begin
					write_enable <= 1;					
					sda_out <= save_addr[counter]; 
				end
				STATE_READ_ACK: begin 
					write_enable <= 0;
				end
				STATE_WRITE_DATA: begin 
					write_enable <= 1;
					sda_out <= save_data[counter];
				end
				STATE_WRITE_ACK: begin 
					write_enable <= 1;
					sda_out <= 0;
				end
				STATE_READ_DATA: begin 
					write_enable <= 0;				
				end
				STATE_STOP: begin 
					write_enable <= 1;		
					sda_out <= 1;
				end
			endcase
		end
	end
endmodule
==> /design/flow/run.sh <==
#!/bin/bash
# OpenROAD 26Q1-2900-gdf79404cd8, Yosys 0.63+post, stock flow scripts
make -C /OpenROAD-flow-scripts/flow DESIGN_CONFIG=/design/flow/config.mk WORK_HOME=/design/flow/orfs finish
==> /design/flow/config.mk <==
export PLATFORM = sky130hd
export DESIGN_NAME = ma
export DESIGN_NICKNAME = ma
export VERILOG_FILES = /design/flow/design.v
export SDC_FILE = /design/flow/constraint.sdc
export NUM_CORES = 4
export LEC_CHECK = 1
export CORE_UTILIZATION = 40
==> /design/flow/constraint.sdc <==
current_design ma

set clk_period 3.3
set clk_io_pct 0.2

create_clock -name clk0 -period $clk_period [get_ports {clk}]

set non_clock_inputs [all_inputs -no_clocks]
set_input_delay [expr $clk_period * $clk_io_pct] -clock clk0 $non_clock_inputs
set_output_delay [expr $clk_period * $clk_io_pct] -clock clk0 [all_outputs]
==> impl_metrics.ini <==
; flow metrics
[placement]
placed_cells = 287
dp_hpwl_mm = 2.95
dp_slack_ns = 0.926
io_buffers = 27
place.gp.congestion = 0.789

[status]
stop_stage = 4_1_cts
error = [error] [KeplerFormal.cpp:679] Workflow failed: Iso has multiple drivers: .i2c_sda0, i2c_sda$_DFFE_NP1P_.Q0
status = stopped before the end

[clock_network]
hold_buffers = 0
cts_inserted_buffers = 3
clockBufferDepth = 2
cts_htree_levels = 1
postCtsSetupBuffers = 0
root_buffer = clkbuf_8
ctsResizeCount = 0

[synth]
ys_seq_frac = 0.596
ff_type = edfxtp_1
ys_cells = 194
adder_share = 0.0209
yosysWarnings = 2
edf_count = 33
synth_flops = 52
synthTopLogicFamily = simple AND/OR/NAND/NOR gates
syn-instance-count = 194
ys_sh_aoi = 0.113
xor_area_frac = 0.0402
synth_area_per_cell_um2 = 12.4
yosysChipArea_um2 = 2400
synth_cell_types = 49
ys_sh_simple = 0.156
synthArstFlopShare = 0.212
syn-cell-area_um2 = 2400
ys_sh_mux = 0.0460

[sta]
unclocked_regs = 43
untimed_endpoints = 84

[die]
die_width_um = 79.4
fp.dieH_um = 79.4
initial_utilization = 0.425
num_io_pins = 30
fp-row-count = 27
==> logic make-up after synthesis <==
group / after synthesis
XOR/XNOR: 11
flip-flops: 52
AND-OR/OR-AND: 40
AND/OR/NAND/NOR: 64
multiplexers: 7
buffers and inverters: 16
adder cells (fa/ha/maj): 4
==> cell usage after synthesis (3+ instances only) <==
library cell | instances | share of area
xnor2_1 | 7 | 0.026
xor2_1 | 4 | 0.015
and3_1 | 3 | 0.0078
nor3_1 | 3 | 0.0063
nand3_1 | 8 | 0.017
nor4_1 | 4 | 0.010
edfxtp_1 | 33 | 0.41
nor2_1 | 13 | 0.020
nand2b_1 | 3 | 0.0078
dfrtp_1 | 8 | 0.084
clkbuf_1 | 6 | 0.0094
nand2_1 | 11 | 0.017
o21ai_0 | 8 | 0.017
mux4_2 | 3 | 0.028
a21oi_1 | 9 | 0.019
inv_1 | 8 | 0.013
dfxtp_1 | 8 | 0.067
ha_1 | 4 | 0.021
and2_1 | 5 | 0.013
o31ai_1 | 9 | 0.028
==> through the flow <==
stage	area, um^2	utilization
detailed placement	2730	0.484
global placement	2730	0.484
floorplan	2400	-
